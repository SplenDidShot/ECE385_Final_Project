==> flow/design.v <==
module scoreboard(
		input [3:0] score0, score1, score2, score3,
		input [3:0] score0_2, score1_2, score2_2, score3_2,
		input [9:0] DrawX, DrawY,
		input [3:0] hp,
		input [3:0] hp_2,
		output is_char,
		output [3:0] char_idx,
		output [18:0] char_read_address
);
parameter [9:0] score1_0_x = 600;
parameter [9:0] score1_0_y = 90;
parameter [9:0] score1_1_x = 570;
parameter [9:0] score1_1_y = 90;
parameter [9:0] score1_2_x = 540;
parameter [9:0] score1_2_y = 90;
parameter [9:0] score1_3_x = 510;
parameter [9:0] score1_3_y = 90;
parameter [9:0] score2_0_x = 600;
parameter [9:0] score2_0_y = 330;
parameter [9:0] score2_1_x = 570;
parameter [9:0] score2_1_y = 330;
parameter [9:0] score2_2_x = 540;
parameter [9:0] score2_2_y = 330;
parameter [9:0] score2_3_x = 510;
parameter [9:0] score2_3_y = 330;
parameter [9:0] heart0_p1_x = 510;
parameter [9:0] heart0_p1_y = 150;
parameter [9:0] heart1_p1_x = 540;
parameter [9:0] heart1_p1_y = 150;
parameter [9:0] heart2_p1_x = 570;
parameter [9:0] heart2_p1_y = 150;
parameter [9:0] heart3_p1_x = 600;
parameter [9:0] heart3_p1_y = 150;
parameter [9:0] heart0_p2_x = 510;
parameter [9:0] heart0_p2_y = 385;
parameter [9:0] heart1_p2_x = 540;
parameter [9:0] heart1_p2_y = 385;
parameter [9:0] heart2_p2_x = 570;
parameter [9:0] heart2_p2_y = 385;
parameter [9:0] heart3_p2_x = 600;
parameter [9:0] heart3_p2_y = 385;
parameter [9:0] char_x_size = 30;
parameter [9:0] char_y_size = 45;
always_comb
begin
		if(DrawX - score1_0_x >= 0 && DrawX - score1_0_x <= char_x_size && DrawY - score1_0_y >= 0 && DrawY - score1_0_y <= char_y_size)
		begin 
			is_char = 1;
			char_idx = score0;
			char_read_address = (DrawX-score1_0_x) + (DrawY-score1_0_y)*char_x_size;
		end
		else if(DrawX - score1_1_x >= 0 && DrawX - score1_1_x <= char_x_size && DrawY - score1_1_y >= 0 && DrawY - score1_1_y <= char_y_size)
		begin 
			is_char = 1;
			char_idx = score1;
			char_read_address = (DrawX-score1_1_x) + (DrawY-score1_1_y)*char_x_size;
		end
		else if(DrawX - score1_2_x >= 0 && DrawX - score1_2_x <= char_x_size && DrawY - score1_2_y >= 0 && DrawY - score1_2_y <= char_y_size)
		begin 
			is_char = 1;
			char_idx = score2;
			char_read_address = (DrawX-score1_2_x) + (DrawY-score1_2_y)*char_x_size;
		end
		else if(DrawX - score1_3_x >= 0 && DrawX - score1_3_x <= char_x_size && DrawY - score1_3_y >= 0 && DrawY - score1_3_y <= char_y_size)
		begin 
			is_char = 1;
			char_idx = score3;
			char_read_address = (DrawX-score1_3_x) + (DrawY-score1_3_y)*char_x_size;
		end
		else if(DrawX - score2_0_x >= 0 && DrawX - score2_0_x <= char_x_size && DrawY - score2_0_y >= 0 && DrawY - score2_0_y <= char_y_size)
		begin 
			is_char = 1;
			char_idx = score0_2;
			char_read_address = (DrawX-score2_0_x) + (DrawY-score2_0_y)*char_x_size;
		end
		else if(DrawX - score2_1_x >= 0 && DrawX - score2_1_x <= char_x_size && DrawY - score2_1_y >= 0 && DrawY - score2_1_y <= char_y_size)
		begin 
			is_char = 1;
			char_idx = score1_2;
			char_read_address = (DrawX-score2_1_x) + (DrawY-score2_1_y)*char_x_size;
		end
		else if(DrawX - score2_2_x >= 0 && DrawX - score2_2_x <= char_x_size && DrawY - score2_2_y >= 0 && DrawY - score2_2_y <= char_y_size)
		begin 
			is_char = 1;
			char_idx = score2_2;
			char_read_address = (DrawX-score2_2_x) + (DrawY-score2_2_y)*char_x_size;
		end
		else if(DrawX - score2_3_x >= 0 && DrawX - score2_3_x <= char_x_size && DrawY - score2_3_y >= 0 && DrawY - score2_3_y <= char_y_size)
		begin 
			is_char = 1;
			char_idx = score3_2;
			char_read_address = (DrawX-score2_3_x) + (DrawY-score2_3_y)*char_x_size;
		end
		else if(hp <= 6 && DrawX - heart0_p1_x >= 0 && DrawX - heart0_p1_x <= char_x_size && DrawY - heart0_p1_y >= 0 && DrawY - heart0_p1_y <= char_y_size)
		begin 
			is_char = 1;
			char_idx = 10;
			char_read_address = (DrawX-heart0_p1_x) + (DrawY-heart0_p1_y)*char_x_size;
		end
		else if(hp <= 7 && DrawX - heart0_p1_x >= 0 && DrawX - heart0_p1_x <= char_x_size && DrawY - heart0_p1_y >= 0 && DrawY - heart0_p1_y <= char_y_size)
		begin 
			is_char = 1;
			char_idx = 11;
			char_read_address = (DrawX-heart0_p1_x) + (DrawY-heart0_p1_y)*char_x_size;
		end
		else if(hp <= 4 && DrawX - heart1_p1_x >= 0 && DrawX - heart1_p1_x <= char_x_size && DrawY - heart1_p1_y >= 0 && DrawY - heart1_p1_y <= char_y_size)
		begin 
			is_char = 1;
			char_idx = 10;
			char_read_address = (DrawX-heart1_p1_x) + (DrawY-heart1_p1_y)*char_x_size;
		end
		else if(hp <= 5 && DrawX - heart1_p1_x >= 0 && DrawX - heart1_p1_x <= char_x_size && DrawY - heart1_p1_y >= 0 && DrawY - heart1_p1_y <= char_y_size)
		begin 
			is_char = 1;
			char_idx = 11;
			char_read_address = (DrawX-heart1_p1_x) + (DrawY-heart1_p1_y)*char_x_size;
		end	
		else if(hp <= 2 && DrawX - heart2_p1_x >= 0 && DrawX - heart2_p1_x <= char_x_size && DrawY - heart2_p1_y >= 0 && DrawY - heart2_p1_y <= char_y_size)
		begin 
			is_char = 1;
			char_idx = 10;
			char_read_address = (DrawX-heart2_p1_x) + (DrawY-heart2_p1_y)*char_x_size;
		end
		else if(hp <= 3 && DrawX - heart2_p1_x >= 0 && DrawX - heart2_p1_x <= char_x_size && DrawY - heart2_p1_y >= 0 && DrawY - heart2_p1_y <= char_y_size)
		begin 
			is_char = 1;
			char_idx = 11;
			char_read_address = (DrawX-heart2_p1_x) + (DrawY-heart2_p1_y)*char_x_size;
		end
		else if(hp <= 0 && DrawX - heart3_p1_x >= 0 && DrawX - heart3_p1_x <= char_x_size && DrawY - heart3_p1_y >= 0 && DrawY - heart3_p1_y <= char_y_size)
		begin 
			is_char = 1;
			char_idx = 10;
			char_read_address = (DrawX-heart3_p1_x) + (DrawY-heart3_p1_y)*char_x_size;
		end
		else if(hp <= 1 && DrawX - heart3_p1_x >= 0 && DrawX - heart3_p1_x <= char_x_size && DrawY - heart3_p1_y >= 0 && DrawY - heart3_p1_y <= char_y_size)
		begin 
			is_char = 1;
			char_idx = 11;
			char_read_address = (DrawX-heart3_p1_x) + (DrawY-heart3_p1_y)*char_x_size;
		end
		else if(hp_2 <= 6 && DrawX - heart0_p2_x >= 0 && DrawX - heart0_p2_x <= char_x_size && DrawY - heart0_p2_y >= 0 && DrawY - heart0_p2_y <= char_y_size)
		begin 
			is_char = 1;
			char_idx = 10;
			char_read_address = (DrawX-heart0_p2_x) + (DrawY-heart0_p2_y)*char_x_size;
		end
		else if(hp_2 <= 7 && DrawX - heart0_p2_x >= 0 && DrawX - heart0_p2_x <= char_x_size && DrawY - heart0_p2_y >= 0 && DrawY - heart0_p2_y <= char_y_size)
		begin 
			is_char = 1;
			char_idx = 11;
			char_read_address = (DrawX-heart0_p2_x) + (DrawY-heart0_p2_y)*char_x_size;
		end
		else if(hp_2 <= 4 && DrawX - heart1_p2_x >= 0 && DrawX - heart1_p2_x <= char_x_size && DrawY - heart1_p2_y >= 0 && DrawY - heart1_p2_y <= char_y_size)
		begin 
			is_char = 1;
			char_idx = 10;
			char_read_address = (DrawX-heart1_p2_x) + (DrawY-heart1_p2_y)*char_x_size;
		end
		else if(hp_2 <= 5 && DrawX - heart1_p2_x >= 0 && DrawX - heart1_p2_x <= char_x_size && DrawY - heart1_p2_y >= 0 && DrawY - heart1_p2_y <= char_y_size)
		begin 
			is_char = 1;
			char_idx = 11;
			char_read_address = (DrawX-heart1_p2_x) + (DrawY-heart1_p2_y)*char_x_size;
		end
		else if(hp_2 <= 2 && DrawX - heart2_p2_x >= 0 && DrawX - heart2_p2_x <= char_x_size && DrawY - heart2_p2_y >= 0 && DrawY - heart2_p2_y <= char_y_size)
		begin 
			is_char = 1;
			char_idx = 10;
			char_read_address = (DrawX-heart2_p2_x) + (DrawY-heart2_p2_y)*char_x_size;
		end
		else if(hp_2 <= 3 && DrawX - heart2_p2_x >= 0 && DrawX - heart2_p2_x <= char_x_size && DrawY - heart2_p2_y >= 0 && DrawY - heart2_p2_y <= char_y_size)
		begin 
			is_char = 1;
			char_idx = 11;
			char_read_address = (DrawX-heart2_p2_x) + (DrawY-heart2_p2_y)*char_x_size;
		end
		else if(hp_2 <= 0 && DrawX - heart3_p2_x >= 0 && DrawX - heart3_p2_x <= char_x_size && DrawY - heart3_p2_y >= 0 && DrawY - heart3_p2_y <= char_y_size)
		begin 
			is_char = 1;
			char_idx = 10;
			char_read_address = (DrawX-heart3_p2_x) + (DrawY-heart3_p2_y)*char_x_size;
		end
		else if(hp_2 <= 1 && DrawX - heart3_p2_x >= 0 && DrawX - heart3_p2_x <= char_x_size && DrawY - heart3_p2_y >= 0 && DrawY - heart3_p2_y <= char_y_size)
		begin 
			is_char = 1;
			char_idx = 11;
			char_read_address = (DrawX-heart3_p2_x) + (DrawY-heart3_p2_y)*char_x_size;
		end
		else 
		begin
			is_char = 0;
			char_idx = 0;
			char_read_address = 0;
		end
end
endmodule
==> flow/run.sh <==
#!/bin/bash
# OpenROAD 26Q1-2900-gdf79404cd8, Yosys 0.63+post, stock flow scripts
make -C /OpenROAD-flow-scripts/flow DESIGN_CONFIG=/design/flow/config.mk WORK_HOME=/design/flow/orfs finish
==> flow/config.mk <==
export PLATFORM = sky130hd
export DESIGN_NAME = scoreboard
export DESIGN_NICKNAME = scoreboard
export VERILOG_FILES = /design/flow/design.v
export SDC_FILE = /design/flow/constraint.sdc
export NUM_CORES = 4
export LEC_CHECK = 1
export CORE_UTILIZATION = 40
==> flow/constraint.sdc <==
current_design scoreboard

set clk_period 10.6
set clk_io_pct 0.2

create_clock -name clk0 -period $clk_period

set non_clock_inputs [all_inputs -no_clocks]
set_input_delay [expr $clk_period * $clk_io_pct] -clock clk0 $non_clock_inputs
set_output_delay [expr $clk_period * $clk_io_pct] -clock clk0 [all_outputs]
==> PnR_summary.wiki <==
== Implementation results ==
{| class="wikitable"
! Metric !! Value
|-
| FF+latch count || 0
|-
| PnR worst setup slack || 0.1647 ns
|-
| Reported leakage power || 13.34 nW
|-
| HPWL after detailed placement || 80720 um
|-
| Sequential cell area in the final layout || 0 um2
|-
| Quantity of hold-fixing buffers added after cts || 0
|-
| Cell with the most instances on the worst path || buf_4
|-
| Height of the chip || 224.0 um
|-
| Rows || 80
|-
| Number of OpenROAD warnings || 80
|-
| Unique cell type count in the Yosys netlist || 91
|-
| Die area || 0.05018 mm2
|-
| Mean instance size in the synthesized netlist || 7.144 um2
|-
| Worst slack after detailed placement || -1.059 ns
|-
| Share of the core filled with cells in the final layout || 0.5877
|-
| Setup repair after global routing missed its margin || true
|-
| Top cell type by instance count after synthesis || ha_1
|-
| Critical Path AT || 8.32 ns
|-
| Hold Slack || 5.181 ns
|-
| Main area contributors after synthesis || ha_1 (21%), xnor2_1 (7.6%), fa_1 (6.7%)
|-
| Sum of negative setup slack || 0 ns
|-
| Maximum number of pins on one net before global-route repair || 29
|-
| Largest incremental delay on the critical path || 0.53 ns
|-
| Highest ir drop seen on vdd || 0.0002753 V
|-
| Top achievable clock speed || 95.83 MHz
|-
| Count of endpoints failing setup in the final report || 0
|-
| Switching power share of the total || 0.4910
|-
| Startpoint type of the worst setup path || primary input
|-
| Worst-Margin Slew || 1.147 ns
|-
| Endpoint type of the worst setup path || output port
|-
| Crit Path Category || primary input to output port
|-
| Per-cell routed wire length || 21.99 um
|-
| Weighted congestion at the end of routability-driven global placement || 1.100
|-
| Pwr Total || 13.24 mW
|-
| # Cells Yosys || 2760
|-
| Slew Limit Headroom || 0.2356
|-
| Post-DR vias/cell || 5.838
|-
| Chip area estimate from yosys synthesis || 0.01972 mm2
|-
| Clock buffer instance count of the final layout || 0
|-
| Max_cap viols || 0
|-
| Detail Route met2 WL || 41910 um
|-
| Number of instances in the synthesized netlist || 2760
|-
| Proportion of layout cells with a drive suffix above 1 || 0.2842
|-
| Routed wire length on met3 || 6796 um
|-
| Count of port buffers added during placement || 84
|-
| Synthesized cell area || 0.01972 mm2
|-
| Antenna viol nets, final || 0
|-
| Highest routed layer || met4
|-
| Cell taking the most area after synthesis || ha_1
|-
| Met1 wire length || 39040 um
|-
| Fp util || 0.4095
|-
| Type of the most critical hold path || primary input to output port
|-
| Number of hold-slack violations in the final timing report || 0
|-
| Top cell type's share of synthesized area || 0.2145
|-
| Total global routing overflow || 0
|-
| DRC violation total after the first TritonRoute iteration || 1726
|-
| Slowest CP cell || or4_4
|-
| Total power density per cell area || 468.1 mW/mm2
|-
| Global-route usage over all layers || 0.3728
|-
| Synthesis-to-layout area growth || 43.50%
|-
| Post-layout period usage || 0.9845
|-
| Post-synthesis sequential area ratio || 0
|-
| Pins over their slew limit || 0
|-
| Total routed wirelength || 93480 um
|-
| Pre-antenna DRT Iters || 6
|-
| Final min period || 10.44 ns
|-
| Switching power total || 6.502 mW
|-
| Run status || completed
|-
| Internal power consumption || 6.740 mW
|-
| Number of vias in the routed layout || 24810
|-
| Syn. warnings || 76
|-
| Highest net fanout along the worst path || 3
|-
| DRC violations left || 0
|-
| Io pins || 84
|-
| Antenna violations before repair || 1
|-
| Total core area || 0.04815 mm2
|-
| Commonest cells post-synth || ha_1 (338), a21oi_1 (242), o21ai_0 (218)
|-
| Required time at the worst-slack endpoint || 8.48 ns
|-
| Width of the die || 224.0 um
|-
| Global-route wire length before repair || 137600 um
|-
| Vias in the first global route || 23180
|}
[cells by family after synthesis]
family          Yosys count  share of synthesized area
compound gates          984                     0.3283
simple gates            844                     0.2127
fa+ha+maj               405                     0.2820
xor+xnor                278                     0.1235
buf+inv                 236                    0.04664
mux                      13                   0.006917
[path summary, 6_finish.rpt]
path	startpoint	cells past startpoint	slack (ns)	end
max	DrawY[1]	33	0.16	char_read_address[15]
min	score0[2]	4	5.18	char_idx[2]
[through the flow]
| stage | area, um2 | instances |
|---|---|---|
| finish | 28290 | 4250 |
| global route | 28290 | 4248 |
| floorplan | 19720 | 2760 |
| global placement | 27200 | 4231 |
| CTS | 27680 | 4242 |
| detailed placement | 27200 | 4231 |
[cell usage in the layout, fill, tap and decap left out, types with 15 or more instances in the layout]
master             n
a21o_1            63
a31oi_1           40
and2_1            15
fa_1              66
o21ai_1           22
nor4_1            16
xnor2_1          157
o21ai_0          190
o21bai_1          26
ha_1             324
or2_2             16
xor2_1            97
a221oi_1          15
o31ai_1           28
nor2b_1           32
buf_4            804
inv_1            163
nand4_1           19
nor3_1            77
a21boi_0          15
a211oi_1          42
a21oi_2           23
or3_1             32
nand3_1           68
nand2b_1          46
nor2_1           210
and3_1            26
o211ai_1          40
a21oi_1          217
nand2_1          204
clkdlybuf4s50_1   73
o21a_1            49
[power by group through the flow]
| stage | combinational, mW | clock (mW) | sequential (mW) |
|---|---|---|---|
| 4_1_cts | 12.9 | 0 | 0 |
| 5_1_grt | 14.4 | 0 | 0 |
[critical path: cells and delay by family]
family / cells / cell delay (ns)
XOR/XNOR: 3 / 0.32
AND-OR/OR-AND: 9 / 1.72
buffers and inverters: 10 / 1.31
AND/OR/NAND/NOR: 7 / 1.62
adder cells (fa/ha/maj): 4 / 1.21
[layer usage]
metal  GRT usage  vias up
met1      0.4901    11660
li1            -    12020
met4      0.1845        0
met5    0.002933        -
met2      0.6013      925
met3     0.05130      207
[area by class of cell]
class / instances / area, um2
fillers: 4214 / 19850
inverters: 170 / 638.1
multi-input cells: 2524 / 19810
diodes: 2 / 5.005
repair buffers: 898 / 7023
well taps: 656 / 820.8
[repair_timing]
action                     in CTS  in global routing
gates resized                 117                122
buffers inserted               12                  7
setup endpoints to repair      10                 10
pin swaps                      53                 68
Power and IR drop assume default switching activity.
