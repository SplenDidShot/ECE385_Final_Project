==> ./design.v <==
module game_start (input [9:0] DrawX, DrawY,
						input [1:0] game_state,
						output is_starting,
						output [4:0] starting_idx,
						output [18:0] starting_read_address
						);
parameter [9:0] n_ns_x = 200;
parameter [9:0] n_ns_y = 165;
parameter [9:0] s_ns_x = 230;
parameter [9:0] s_ns_y = 165;
parameter [9:0] s_shaft_x = 290;
parameter [9:0] s_shaft_y = 165;
parameter [9:0] h_shaft_x = 320;
parameter [9:0] h_shaft_y = 165;
parameter [9:0] a_shaft_x = 350;
parameter [9:0] a_shaft_y = 165;
parameter [9:0] f_shaft_x = 380;
parameter [9:0] f_shaft_y = 165;
parameter [9:0] t_shaft_x = 410;
parameter [9:0] t_shaft_y = 165;
parameter [9:0] p1_x = 260;
parameter [9:0] p1_y = 270;
parameter [9:0] p2_x = 350;
parameter [9:0] p2_y = 270;
parameter [9:0] char_x_size = 30;
parameter [9:0] char_y_size = 45;
always_comb
begin
		if(game_state == 2'b00 && DrawX - n_ns_x >= 0 && DrawX - n_ns_x <= char_x_size && DrawY - n_ns_y >= 0 && DrawY - n_ns_y <= char_y_size)
		begin 
			is_starting = 1;
			starting_idx = 0;
			starting_read_address = (DrawX-n_ns_x) + (DrawY-n_ns_y)*char_x_size;
		end
		else if(game_state == 2'b00 && DrawX - s_ns_x >= 0 && DrawX - s_ns_x <= char_x_size && DrawY - s_ns_y >= 0 && DrawY - s_ns_y <= char_y_size)
		begin 
			is_starting = 1;
			starting_idx = 1;
			starting_read_address = (DrawX-s_ns_x) + (DrawY-s_ns_y)*char_x_size;
		end
		else if(game_state == 2'b00 && DrawX - s_shaft_x >= 0 && DrawX - s_shaft_x <= char_x_size && DrawY - s_shaft_y >= 0 && DrawY - s_shaft_y <= char_y_size)
		begin 
			is_starting = 1;
			starting_idx = 2;
			starting_read_address = (DrawX-s_shaft_x) + (DrawY-s_shaft_y)*char_x_size;
		end
		else if(game_state == 2'b00 && DrawX - h_shaft_x >= 0 && DrawX - h_shaft_x <= char_x_size && DrawY - h_shaft_y >= 0 && DrawY - h_shaft_y <= char_y_size)
		begin 
			is_starting = 1;
			starting_idx = 3;
			starting_read_address = (DrawX-h_shaft_x) + (DrawY-h_shaft_y)*char_x_size;
		end
		else if(game_state == 2'b00 && DrawX - a_shaft_x >= 0 && DrawX - a_shaft_x <= char_x_size && DrawY - a_shaft_y >= 0 && DrawY - a_shaft_y <= char_y_size)
		begin 
			is_starting = 1;
			starting_idx = 4;
			starting_read_address = (DrawX-a_shaft_x) + (DrawY-a_shaft_y)*char_x_size;
		end
		else if(game_state == 2'b00 && DrawX - f_shaft_x >= 0 && DrawX - f_shaft_x <= char_x_size && DrawY - f_shaft_y >= 0 && DrawY - f_shaft_y <= char_y_size)
		begin 
			is_starting = 1;
			starting_idx = 5;
			starting_read_address = (DrawX-f_shaft_x) + (DrawY-f_shaft_y)*char_x_size;
		end
		else if(game_state == 2'b00 && DrawX - t_shaft_x >= 0 && DrawX - t_shaft_x <= char_x_size && DrawY - t_shaft_y >= 0 && DrawY - t_shaft_y <= char_y_size)
		begin 
			is_starting = 1;
			starting_idx = 6;
			starting_read_address = (DrawX-t_shaft_x) + (DrawY-t_shaft_y)*char_x_size;
		end
		else if(game_state == 2'b00 && DrawX - p1_x >= 0 && DrawX - p1_x <= char_x_size && DrawY - p1_y >= 0 && DrawY - p1_y <= char_y_size)
		begin 
			is_starting = 1;
			starting_idx = 7;
			starting_read_address = (DrawX-p1_x) + (DrawY-p1_y)*char_x_size;
		end
		else if(game_state == 2'b00 && DrawX - p2_x >= 0 && DrawX - p2_x <= char_x_size && DrawY - p2_y >= 0 && DrawY - p2_y <= char_y_size)
		begin 
			is_starting = 1;
			starting_idx = 8;
			starting_read_address = (DrawX-p2_x) + (DrawY-p2_y)*char_x_size;
		end
		else
		begin
			is_starting = 0;
			starting_idx = 0;
			starting_read_address = 0;
		end
end						
endmodule
==> ./run.sh <==
#!/bin/bash
# OpenROAD 26Q1-2900-gdf79404cd8, Yosys 0.63+post, stock flow scripts
make -C /OpenROAD-flow-scripts/flow DESIGN_CONFIG=/design/flow/config.mk WORK_HOME=/design/flow/orfs finish
==> ./config.mk <==
export PLATFORM = sky130hd
export DESIGN_NAME = game_start
export DESIGN_NICKNAME = game_start
export VERILOG_FILES = /design/flow/design.v
export SDC_FILE = /design/flow/constraint.sdc
export NUM_CORES = 4
export LEC_CHECK = 1
export CORE_UTILIZATION = 40
==> ./constraint.sdc <==
current_design game_start

set clk_period 16.2
set clk_io_pct 0.2

create_clock -name clk0 -period $clk_period

set non_clock_inputs [all_inputs -no_clocks]
set_input_delay [expr $clk_period * $clk_io_pct] -clock clk0 $non_clock_inputs
set_output_delay [expr $clk_period * $clk_io_pct] -clock clk0 [all_outputs]
==> job_summary.md <==
### Metrics collected by this job

| Metric | Value |
|---|---|
| Normalized max-slew margin | `36.1%` |
| GPL Wtd Cong | `0.989` |
| Via count | `13000` |
| Post-synth seq share | `0%` |
| DR WL met3 | `2350 um` |
| Gr usage total | `29.3%` |
| Area growth, synth to finish | `7.89%` |
| Log Warnings | `66` |
| Final wirelength | `44500 um` |
| Layout cell share with drive strength beyond 1 | `4.58%` |
| Worst Slack Setup Final | `1710 ps` |
| Commonest Layout Cell | `ha_1` |
| Rows | `63` |
| YS chip area | `12200 um^2` |
| Fill count | `3043` |
| DP Area | `13200 um^2` |
| GRT overflow | `0` |
| Maxcap violations | `0` |
| Vias in the first global route | `12400` |
| First-pass GRT wire length | `69000 um` |
| Min cycle time layout | `14490 ps` |
| Mapped Avg Cell Area | `7.18 um^2` |
| Ys cells | `1702` |
| Layout Cells excl Fill | `2116` |
| Crit path DRT | `12960 ps` |
| Worst EP arrival | `11250 ps` |
| Setup_tns | `0 ps` |
| Storage element area | `0 um^2` |
| Logic area | `11500 um^2` |
| IO buf count | `46` |
| Placeable Area | `29900 um^2` |
| Max incr delay on CP | `710 ps` |
| Chip Width | `177 um` |
| RSZ-0062 raised after global routing | `no` |
| CTS Hold Bufs | `0` |
| Worst hold slack | `7670 ps` |
| Chip Area | `31200 um^2` |
| DRC Markers | `0` |
| Final HPWL DP | `37100 um` |
| WL/cell | `21.0 um` |
| Core Util at FP | `40.9%` |
| Via/cell ratio | `6.13` |
| Worst Tran Pin Value | `955 ps` |
| Initial antenna violation count | `0` |
| Met1 wire length | `19800 um` |
| Design area | `13200 um^2` |
| Tally of clock buffers in the finished layout | `0` |
| Most used cell, CP | `ha_1` |
| WS Path Type | `in -> out` |
| Drt first pass iters | `5` |
| Final period utilization | `89.4%` |
| Final ANT Viol Nets | `0` |
| N_diodes | `0` |
| Final hold vios | `0` |
| Worst hold path class | `in -> out` |
| DP Worst Slack | `1720 ps` |
| 1st-iter DRT viols | `868` |
| Cell variety after synth | `100` |
| Final setup viols | `0` |
| DP Cell Count | `2116` |
| Startpoint Class | `primary input` |
| Die Ht | `177 um` |
| Post-CTS sizing | `0` |
| F_max | `0.0690 GHz` |
| IO Pins | `47` |
| Critical path endpoint category | `output port` |
| Mapped Cells | `1702` |
| CP Max Fanout | `11` |
| Post-CTS Setup Repair Bufs | `0` |
| Largest net degree at the start of global routing | `34` |
| Top Metal Used | `met5` |
| Top Layout Cells | `ha_1, a21oi_1, xnor2_1` |
| Final slew viol count | `0` |
| Synthesized cell area | `12200 um^2` |
| DR WL met2 | `20800 um` |
| Status | `finished clean` |
| Flop count | `0` |
| Critical path's slowest cell | `xor2_1` |
| Yosys Warn Count | `31` |
## path summary, 6_finish.rpt
path / from / to / slack, ps / cells past startpoint
worst min-delay path: DrawX[0] / starting_read_address[0] / 7670 / 3
worst max-delay path: DrawY[1] / starting_read_address[18] / 1710 / 29
## per-stage QoR
step | util (%)
floorplan | -
global placement | 44.1
detailed placement | 44.1
CTS | 44.1
global route | 44.1
finish | 44.1
## per-layer routing
layer	vias to the layer above	GRT usage, %
met3	77	2.23
met1	6042	39.6
met4	2	8.51
li1	6420	-
met5	-	0.962
met2	432	49.9
## synthesized netlist by cell type (6+ instances only)
cell type	n	area, um^2
and2_1	18	113
a21o_1	42	315
or3_1	9	56.3
a311oi_1	14	123
a211oi_1	40	300
inv_1	109	409
o2111ai_1	12	105
xnor2_1	129	1130
clkbuf_1	31	116
buf_2	18	90.1
o221ai_1	7	61.3
nor4_1	17	106
a21oi_1	145	726
ha_1	206	2580
or2_2	8	50.1
and4_1	7	61.3
o21bai_1	16	120
nand4_1	14	87.6
a41oi_1	6	52.6
nor3_1	45	225
a221oi_1	8	70.1
nand3_1	54	270
and3_1	17	106
o21a_1	28	210
nor2_1	122	458
nand3b_1	7	52.6
or4_1	8	60.1
o31ai_1	8	60.1
fa_1	32	641
o311ai_0	8	70.1
a21boi_0	6	45.0
nor2b_1	21	131
nand2b_1	30	188
a31oi_1	27	169
xor2_1	63	552
o21ai_0	110	551
o21ai_1	10	50.1
nand2_1	107	402
o211ai_1	21	158
## area by class of cell
cell class | instances | area share [%]
Multi-Input combinational cell | 1533 | 87.6
Timing Repair Buffer | 81 | 5.49
Inverter | 112 | 3.21
Tap cell | 390 | 3.70
## worst max-delay path: cells and delay by family
family | cells | cell delay, ps
adder cells (fa/ha/maj) | 5 | 2030
buffers and inverters | 4 | 1370
AND-OR/OR-AND | 9 | 1770
XOR/XNOR | 2 | 1290
AND/OR/NAND/NOR | 9 | 1550
## logic make-up after synthesis
kind of cell,synth area share (%)
AOI/OAI and AO/OA,31.5
adders and majority gates,26.4
other,0.0307
muxes,0.502
buffers and inverters,5.61
and+or+nand+nor,21.7
xor gates and xnor gates,14.2
