**run.sh**
```bash
#!/bin/bash
# OpenROAD 26Q1-2900-gdf79404cd8, Yosys 0.63+post, stock flow scripts
make -C /OpenROAD-flow-scripts/flow DESIGN_CONFIG=/design/flow/config.mk WORK_HOME=/design/flow/orfs finish
```
**config.mk**
```make
export PLATFORM = sky130hd
export DESIGN_NAME = bgCreate
export DESIGN_NICKNAME = bgCreate
export VERILOG_FILES = /design/flow/design.v
export SDC_FILE = /design/flow/constraint.sdc
export NUM_CORES = 4
export LEC_CHECK = 1
export CORE_UTILIZATION = 30
```
**constraint.sdc**
```tcl
current_design bgCreate

set clk_period 9.7
set clk_io_pct 0.2

create_clock -name clk0 -period $clk_period

set non_clock_inputs [all_inputs -no_clocks]
set_input_delay [expr $clk_period * $clk_io_pct] -clock clk0 $non_clock_inputs
set_output_delay [expr $clk_period * $clk_io_pct] -clock clk0 [all_outputs]
```
**design.v**
```verilog
module bgCreate(
		input [9:0]DrawX,
		input [9:0]DrawY,
		output [18:0] bg_read_address,
		output [1:0] is_bg
);
parameter [9:0] map_x_size = 320;
parameter [9:0] map_y_size = 480;
parameter [9:0] map_x_pos = 0;
parameter [9:0] map_y_pos = 0;
parameter [9:0] score_x_size = 320;
parameter [9:0] score_y_size = 240;
parameter [9:0] score_1_x_pos = 320;
parameter [9:0] score_1_y_pos = 0;
parameter [9:0] score_2_x_pos = 320;
parameter [9:0] score_2_y_pos = 240;
always_comb
begin
		if(DrawX - map_x_pos >= 0 && DrawX - map_x_pos <= map_x_size && DrawY - map_y_pos >= 0 && DrawY - map_y_pos <= map_y_size)
		begin 
			is_bg = 1;
			bg_read_address = (DrawX-map_x_pos) + (DrawY-map_y_pos)*map_x_size;
		end
		else if(DrawX - score_1_x_pos >= 0 && DrawX - score_1_x_pos <= score_x_size && DrawY - score_1_y_pos >= 0 && DrawY - score_1_y_pos <= score_y_size)
		begin 
			is_bg = 2;
			bg_read_address = (DrawX-score_1_x_pos) + (DrawY - score_1_y_pos)*score_x_size;
		end
		else if(DrawX - score_2_x_pos >= 0 && DrawX - score_2_x_pos <= score_x_size && DrawY - score_2_y_pos >= 0 && DrawY - score_2_y_pos <= score_y_size)
		begin 
			is_bg = 3;
			bg_read_address = (DrawX-score_2_x_pos) + (DrawY - score_2_y_pos)*score_x_size;
		end
		else 
		begin
			is_bg = 0;
			bg_read_address = 0;
		end
end
endmodule
```
==> Changelog: implementation <==
## Implementation

* Max-slew headroom at 40.39%
* Share of synthesized cell area in and-or and or-and compound cells at 28.60%
* Number of input and output port buffers inserted at 41
* Clock buffer count in the final layout at 0
* Fin. Hold Viols at 0
* Crit path max-delay cell type: clkdlybuf4s50_1
* Post-CTS setup-driven buffer insertion count at 0
* Worst setup SP type: primary input
* Wirelength, routed at 7.158 mm
* Part of the Yosys area used for sequential elements at 0%
* Number of buffers and inverters on the critical path at 4
* Post-layout period usage of the worst path at 88.04%
* Num rows at 34
* Synth area leaders: ha_1 (28%), xnor2_1 (8.8%), a21oi_1 (6.5%)
* IR Drop Worst-Case VDD at 0.00003314 V
* Fmax achieved at 0.1171 GHz
* Final Slew Violations at 0
* Fillers at 922
* Final antenna diode count at 0
* Die width at 96.63 microns
* CP Capture Type: output port
* Tightest Pin Transition at 0.8873 ns
* Final worst-path setup slack at 1.160 ns
* Syn avg cell area at 7.610 sq um
* Final ANT Viol Nets at 0
* Cell family with the largest share of critical-path delay: AND-OR/OR-AND gates
* Number of cells in the finished layout apart from fillers at 500
* Largest type area fraction at 27.95%
* P_leak at 1.395 nW
* Final critical path time including I/O delays and setup at 8.540 ns
* Library cell with the highest instance count after synthesis: ha_1
* Chip height at 96.63 microns
* Arrival @ worst endpoint at 6.60 ns
* Synth Area in Simple Gates at 21.29%
* Unrepaired setup endpoints after global routing: false
* Total global routing overflow at 0
* Number of cells on the critical path at 16
* Pre-CTS setup slack at 1.144 ns
* Number of warning messages in the logs at 39
* Critical path origin: DrawY[4]
* Final-report setup violation count at 0
* Cell count of the worst hold path at 3
* Top logic family: adder cells
* Largest stage delay on the critical path at 0.62 ns
* Area delta synth->final at 20.26%
* Most common cell on crit path: ha_1
* Maximum number of pins on one net before global-route repair at 20
* Cell taking the most area after synthesis: ha_1
* Critical Path Sink: bg_read_address[18]
* Post-cts hold-fix buffer tally at 0
* Required time of the critical path at 7.76 ns
* Share of the synthesized netlist area taken by xor and xnor gates at 15.00%
* Overall global routing resource usage at 15.32%
* CP cell instances: clkdlybuf4s50_1 -> inv_1 -> ha_1 -> inv_1 -> ha_1 -> a211o_1 -> a21oi_1 -> ha_1 -> or2_2 -> a31o_2 -> and3_1 -> a2111oi_2 -> o21a_1 -> o211ai_1 -> o311ai_1 -> clkdlybuf4s50_1
* Area fraction in mux cells at 0.3726%
* Fraction of final layout cells sized beyond drive strength 1 at 4.082%
* Detailed-route DRC error count at 0
* Post-cts repair resize count at 0
* Ratio of total power to cell area at 113.9 nW/um^2
* Highest fanout seen on the critical path at 7
* Setup total negative slack at 0 ns
* Commonest cells in the netlist: ha_1 (60), a21oi_1 (35), xnor2_1 (27), inv_1 (23)
* Die Size at 9336 sq um
* Post-detailed-placement half-perimeter wirelength at 6.190 mm
* Result of the run: finished, final reports clean
* Vias in the first global route at 2501
* Number of cells in the design after placement at 500
* Setup CP Type: in2out
* Hold WS at 4.806 ns
* Initial antenna violation count at 0
* Warning count from the yosys run at 9
* Number of cells in Yosys stat at 353
* Area fraction in full adders, half adders and majority gates at 30.93%
* Yosys cell types at 59
* Pre-placement core utilization at 30.95%
* FFs & Latches at 0
* Core Region at 8678 sq um
* DR pass1 iterations at 4
* HP Class: in2out
* Number of standard cells after synthesis at 353
* Maximum capacitance violations at 0
* Mapped Area at 2686 sq um
* DRC violation total after the first TritonRoute iteration at 192
* Number of vias per cell after detailed routing at 5.356
* Detailed-route wire length per cell at 14.32 microns
* DR vias at 2678
* Total I/O pin count at 41
* First-pass GRT wire length at 12.03 mm
* GP Congestion at 0.9461
* Sequential cell area at 0 sq um
* Combined area of the multi-input logic cells at 2584 sq um
* Yosys-reported design area after synthesis at 2686 sq um
[metrics by stage]
step	power (mW)	util (%)	instance area (sq um)
final	0.3679	37.23	3231
after floorplan	0.2718	-	2686
after CTS	0.3690	37.23	3231
after detailed placement	0.3666	37.23	3231
after global routing	0.4123	37.23	3231
after global placement	0.3667	37.23	3231
[where the power goes]
group | switching, mW | internal, mW | total [mW]
registers | 0 | 0 | 0
logic | 0.196 | 0.172 | 0.368
clock network | 0 | 0 | 0
total | 0.196 | 0.172 | 0.368
[final cells by class]
type | instances | area share [%]
tap | 108 | 4.183
timing repair buffer | 43 | 13.17
multi-input combinational | 326 | 79.98
inverter | 23 | 2.672
[routing by layer]
metal  track usage [%]  vias to the layer above  wire [microns]
li1                  -                     1420               -
met1             24.59                     1189            3718
met2             23.84                       67            3119
met3            0.9559                        2             312
met4            0.2296                        0               8
met5                 0                        -               0
[cell usage in the layout, fill, tap and decap left out, drive strengths merged, types with 3 or more instances in the layout]
master and count:
xor2 19, a21o 6, a22oi 4, nor3 14
nand2b 4, a221oi 6, or2 3, nand3 7
nor2 19, nor2b 11, o21a 5, o22ai 4
nor4 4, clkdlybuf4s50 41, and2 4, xnor2 27
and3 5, a211oi 4, o31ai 3, nand2 16
o21ai 18, o311ai 4, o21bai 3, a21oi 35
ha 60, fa 4, or3 4, inv 23
[kinds of logic (layout without fill, tap and decap cells)]
family                     Yosys count  after routing
and+or+nand+nor                    103            103
AOI/OAI and AO/OA                  112            112
buffers and inverters               27             66
xor gates and xnor gates            46             46
muxes                                1              1
adders and majority gates           64             64
[worst min path at each step]
stage / end / startpoint / slack (ns)
after global routing: bg_read_address[0] / DrawX[0] / 4.83
after CTS: bg_read_address[1] / DrawX[1] / 4.81
final: bg_read_address[1] / DrawX[1] / 4.81
No activity file was given, so power comes from the tool's default toggle rates.
