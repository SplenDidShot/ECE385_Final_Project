$ cat design/flow/config.mk
export PLATFORM = sky130hd
export DESIGN_NAME = color_mapper
export DESIGN_NICKNAME = color_mapper
export VERILOG_FILES = /design/flow/design.v
export SDC_FILE = /design/flow/constraint.sdc
export NUM_CORES = 4
export LEC_CHECK = 1
export CORE_UTILIZATION = 40
$ cat design/flow/constraint.sdc
current_design color_mapper

set clk_period 9.7
set clk_io_pct 0.2

create_clock -name clk0 -period $clk_period

set non_clock_inputs [all_inputs -no_clocks]
set_input_delay [expr $clk_period * $clk_io_pct] -clock clk0 $non_clock_inputs
set_output_delay [expr $clk_period * $clk_io_pct] -clock clk0 [all_outputs]
$ cat design/flow/run.sh
#!/bin/bash
# OpenROAD 26Q1-2900-gdf79404cd8, Yosys 0.63+post, stock flow scripts
make -C /OpenROAD-flow-scripts/flow DESIGN_CONFIG=/design/flow/config.mk WORK_HOME=/design/flow/orfs finish
$ cat design/flow/design.v
module  color_mapper ( 
							  input        [2:0]is_floor,					 
                       input        [9:0] DrawX, DrawY,        
							  input 			[4:0] stand_data_out,		 
							  input			[4:0] stand_data_out_2,
							  input 			[4:0] floor_data_out,		 
							  input 			[4:0] char_data_out,
							  input 			is_char,
							  input        [1:0]game_state,
							  input 			[4:0] bg_data_out,
							  input 			[1:0] is_bg,
							  input 			is_player, is_player_2,
							  input 			is_ending,
							  input 			[4:0] ending_data_out,
							  input        is_starting,
							  input        [4:0] starting_data_out,
                       output logic [7:0] VGA_R, VGA_G, VGA_B  
                     );
    logic [7:0] Red, Green, Blue;
    assign VGA_R = Red;
    assign VGA_G = Green;
    assign VGA_B = Blue;
	 logic [23:0]stand_palette_hex [27];
	assign stand_palette_hex [0] =  24'h000000;
	assign stand_palette_hex [1] =  24'hFFFFFF;
	assign stand_palette_hex [2] =  24'hC36633;
	assign stand_palette_hex [3] =  24'hC5A400;
	assign stand_palette_hex [4] =  24'h651C0F;
	assign stand_palette_hex [5] =  24'hA51914;
	assign stand_palette_hex [6] =  24'hE3D4D4;
	assign stand_palette_hex [7] =  24'hCD827E;
	assign stand_palette_hex [8] =  24'h976E5A;
	assign stand_palette_hex [9] =  24'h604A2F;
	assign stand_palette_hex [10] =  24'h7B4118;
	assign stand_palette_hex [11] =  24'hB3392B;
	assign stand_palette_hex [12] =  24'hFC4D66;
	assign stand_palette_hex [13] =  24'h3D72A0;
	assign stand_palette_hex [14] =  24'h7499CD;
	assign stand_palette_hex [15] =  24'hB4E3FF;
	assign stand_palette_hex [16] =  24'h6F94D2;
	assign stand_palette_hex [17] =  24'h4D70B1;
	assign stand_palette_hex [18] =  24'h2A3032;
	assign stand_palette_hex [19] =  24'hA3A8A5;
	assign stand_palette_hex [20] =  24'hF9FF00;
	assign stand_palette_hex [21] =  24'h52CE4F;
	assign stand_palette_hex [22] =  24'h5BAA90;
	assign stand_palette_hex [23] =  24'h48887E;
	assign stand_palette_hex [24] =  24'hFFC7BD;
	assign stand_palette_hex [25] =  24'hFFC7BD;
	assign stand_palette_hex [26] =  24'hFFC7BD;
	logic [23:0]player_color;
	logic [23:0]player_color_2;
	logic [23:0]floor_color;
	logic [23:0]char_color;
	logic [23:0]ending_color;
	logic [23:0]starting_color;
	logic [23:0]bg_color;
	 assign player_color = stand_palette_hex[stand_data_out];
	 assign player_color_2 = stand_palette_hex[stand_data_out_2];
	 assign floor_color = stand_palette_hex[floor_data_out];
	 assign char_color = stand_palette_hex[char_data_out];
	 assign ending_color = stand_palette_hex[ending_data_out];
	 assign starting_color = stand_palette_hex[starting_data_out];
	 assign bg_color = stand_palette_hex[bg_data_out];
    always_comb
    begin
		  if (game_state == 2'b00 && is_starting != 0)
		  begin
				Red = starting_color[23:16];
				Green = starting_color[15:8];
				Blue = starting_color[7:0];
		  end
		  else if (game_state == 2'b00)
		  begin
				Red = 8'h00;
				Green = 8'h00;
				Blue = 8'h00;
		  end
		  else if (game_state == 2'b10 && is_ending != 0)
		  begin
				Red = ending_color[23:16];
				Green = ending_color[15:8];
				Blue = ending_color[7:0];
		  end
		  else if (game_state == 2'b10)
			begin
				Red = 8'h00;
				Green = 8'h00;
				Blue = 8'h00;
			end
        else if (is_player != 0 && stand_data_out != 0)
			begin
				Red = player_color[23:16];
				Green = player_color[15:8];
				Blue = player_color[7:0];
			end
        else if (is_player_2 != 0 && stand_data_out_2 != 0)
			begin
				Red = player_color_2[23:16];
				Green = player_color_2[15:8];
				Blue = player_color_2[7:0];
			end
	     else if (is_floor != 0 && floor_data_out != 0) 
        begin
				Red = floor_color[23:16];
				Green = floor_color[15:8];
				Blue = floor_color[7:0];
        end
		  else if (is_char != 0 && char_data_out != 0)
		  begin
				Red = char_color[23:16];
				Green = char_color[15:8];
				Blue = char_color[7:0];  
		  end
        else 
        begin
				if(is_bg != 0 && bg_data_out != 0)
				begin
					Red = bg_color[23:16];
					Green = bg_color[15:8];
					Blue = bg_color[7:0];
				end
				else if(is_bg == 2)
				begin
					Red = 8'h0E;
					Green = 8'hBF;
					Blue = 8'h0E9;
				end
				else if(is_bg == 3)
				begin
					Red = 8'hFA;
					Green = 8'h80;
					Blue = 8'h072;
				end
				else 	
				begin
					Red = 8'h3f; 
					Green = 8'h00;
					Blue = 8'h7f - {1'b0, DrawX[9:3]};
				end
        end
    end 
endmodule
==> impl_metrics.csv <==
group,metric,value,unit
clocking,post-cts-setup-buffer-count,0,
synth,synth_top_area_share,0.129,
layout,area_growth_syn_to_layout,9.17,%
layout,register_area,0,sq um
status,run_status,"finished, final reports clean",
final_timing,slew_margin_rel,0.353,
global_routing,initial_antenna_violation_count,0,
placement,buffers_on_ports,78,
floorplan,coreArea,20200,sq um
drt,totalWireLength,34000,um
power,static-leakage-power,3.04,nW
layout,post_route_cells_drive_above_1_share,0.0524,
critical_path,worst_setup_path_start_kind,"input pin",
synth,syn_area_per_cell,5.52,sq um
job,openroad.warnings,45,
floorplan,die_w,145,um
global_routing,grt_first_pass_wirelength,53100,um
min_path,type_of_the_worst_min_delay_path,"in2out",
critical_path,critPathRequiredTime,7.76,ns
drt,via_per_inst,6.74,
drt,detail_route.iter0.violations,1901,
layout,final.clkbuf_count,0,
final_timing,tightestPinTransition,0.958,ns
clocking,hold_buffers,0,
drt,ant_nets,0,
floorplan,fp-row-count,52,
final_timing,report.final.hold_viol_count,0,
synth,synth-warning-count,2,
floorplan,initial_utilization,0.407,
critical_path,critical_path.slowest_cell,"sky130_fd_sc_hd__or4_1",
critical_path,worstPathCellList,"clkdlybuf4s50_1 > buf_4 > or4_1 > nor2_1 > or3_1 > or4_1 > o2111ai_1 > a41oi_1 > a221o_1 > clkdlybuf4s50_1",
global_routing,first_global_vias,9573,
clocking,post_cts_resized,0,
critical_path,cp_data_arrival_time,5.72,ns
critical_path,critical_path.endpoint_type,"output pin",
final_timing,timing.final.crit_period,7.66,ns
job,drv.max_cap_violation_count,0,
floorplan,fp.dieH,145,um
layout,numSequentialCells,0,
drt,detailroute.via_count,11500,
synth,ys_seq_share,0,
synth,synthTopCellsByCount,"sky130_fd_sc_hd__o21ai_0, sky130_fd_sc_hd__a21oi_1, sky130_fd_sc_hd__nand2_1",
placement,detailed_place_hpwl,24400,um
critical_path,critPathKind,"in2out",
final_timing,timing.final.setup_violations,0,
final_timing,setup_total_negative_slack,0,ns
floorplan,floorplan.die_area,21100,sq um
final_timing,rsz_0062_raised_after_global_routing,"no",
synth,netlist.top_cell.by_area,"sky130_fd_sc_hd__o21ai_0",
final_timing,timing.fmax,0.131,GHz
synth,synth.distinct_cells,75,
placement,finalWeightedCongestion,0.985,
global_routing,grt.overflow.total,0,
critical_path,critPathMaxFanout,60,
drt,drc_errors,0,
global_routing,grt_max_degree,61,
final_timing,min_period_over_period,0.789,
final_timing,report.final.slew_viol_count,0,
global_routing,grt.total_usage,0.309,
synth,ys_chip_area,8220,sq um
synth,synth.area.top_cells,"sky130_fd_sc_hd__o21ai_0, sky130_fd_sc_hd__a21oi_1, sky130_fd_sc_hd__nand2_1, sky130_fd_sc_hd__nor2_1, sky130_fd_sc_hd__clkbuf_1",
drt,drt_pre_antenna_iters,10,
power,powerDensity,52.5,nW/um^2
synth,yosys-stat-cells,1488,
synth,synth_area,8220,sq um
drt,routedWlPerCell,20.0,um
final_timing,hold_ws,5.16,ns
floorplan,top_level_ports,91,
synth,syn-instance-count,1488,
power,vdd_ir_drop_max,0.0278,mV
critical_path,worst_path_largest_cell_delay,0.63,ns
synth,netlist.top_cell.by_instances,"sky130_fd_sc_hd__o21ai_0",
drt,route.antenna.diode_count,0,
worst paths after layout:
kind,start,end,slack (ns),cells after the start
min,is_starting,VGA_R[7],5.16,4
max,bg_data_out[0],VGA_B[7],2.04,10
where the power goes:
part / switching, mW / internal [mW] / leakage (nW)
combinational: 0.293 / 0.179 / 3.04
sequential: 0 / 0 / 0
clock: 0 / 0 / 0
layer usage:
metal | share of wire | global-route usage | vias up
met5 | 0 | 0 | -
met4 | 0.042 | 0.120 | 0
met3 | 0.099 | 0.0445 | 86
met2 | 0.45 | 0.472 | 695
met1 | 0.41 | 0.439 | 5139
li1 | - | - | 5535
per-stage QoR:
| stage | cells | util | area, sq um | power [mW] | setup WS [ns] |
|---|---|---|---|---|---|
| floorplan | 1488 | - | 8220 | 0.305 | 3.94 |
| global placement | 1700 | 0.445 | 8970 | 0.459 | 2.14 |
| detailed placement | 1700 | 0.445 | 8970 | 0.456 | 2.16 |
| CTS | 1700 | 0.445 | 8970 | 0.458 | 2.15 |
| global route | 1700 | 0.445 | 8970 | 0.510 | 1.89 |
| finish | 1700 | 0.445 | 8970 | 0.471 | 2.04 |
cells in the final DEF (no fill, tap or decap), drive strengths merged, types with 5 or more instances in the layout:
| cell type | instances |
|---|---|
| a222oi | 8 |
| a311o | 6 |
| o2111ai | 9 |
| a21oi | 194 |
| inv | 23 |
| nor2b | 46 |
| o22ai | 32 |
| and2 | 14 |
| nor3 | 25 |
| a221oi | 19 |
| or3 | 10 |
| buf | 43 |
| o211ai | 19 |
| nand2 | 155 |
| nor2 | 138 |
| a41oi | 5 |
| a311oi | 9 |
| a31o | 5 |
| nand3b | 6 |
| a22o | 5 |
| o221ai | 21 |
| a211o | 6 |
| a21boi | 13 |
| clkdlybuf4s50 | 78 |
| xnor2 | 7 |
| o311ai | 14 |
| o21a | 8 |
| o21ai | 213 |
| or2 | 13 |
| a211oi | 18 |
| nand3 | 35 |
| a21o | 18 |
| a221o | 12 |
| a31oi | 35 |
| a32oi | 5 |
| o31ai | 24 |
| nand2b | 61 |
| a22oi | 11 |
| nand4 | 6 |
critical path: cells and delay by family:
kind | cells | cell delay [ns]
buffers and inverters | 3 | 1.28
AND-OR/OR-AND | 3 | 0.78
AND/OR/NAND/NOR | 4 | 1.71
cell families after synthesis:
family	Yosys count	share of synthesized area
xor+xnor	10	0.0107
simple gates	522	0.303
mux	7	0.00913
compound gates	744	0.580
buf+inv	205	0.0971
area by class of cell:
cell class,count,area (sq um)
Timing Repair Buffer,121,1100
Fill cell,2168,11200
Multi-Input combinational cell,1283,7430
Inverter,26,97.6
Tap cell,270,338
Power figures rest on the tool's default switching activity, not on a simulated workload.
