[flow/config.mk]
export PLATFORM = sky130hd
export DESIGN_NAME = game_over
export DESIGN_NICKNAME = game_over
export VERILOG_FILES = /design/flow/design.v
export SDC_FILE = /design/flow/constraint.sdc
export NUM_CORES = 4
export LEC_CHECK = 1
export CORE_UTILIZATION = 30
[flow/run.sh]
#!/bin/bash
# OpenROAD 26Q1-2900-gdf79404cd8, Yosys 0.63+post, stock flow scripts
make -C /OpenROAD-flow-scripts/flow DESIGN_CONFIG=/design/flow/config.mk WORK_HOME=/design/flow/orfs finish
[flow/constraint.sdc]
current_design game_over

set clk_period 12.0
set clk_io_pct 0.2

create_clock -name clk0 -period $clk_period

set non_clock_inputs [all_inputs -no_clocks]
set_input_delay [expr $clk_period * $clk_io_pct] -clock clk0 $non_clock_inputs
set_output_delay [expr $clk_period * $clk_io_pct] -clock clk0 [all_outputs]
[flow/design.v]
module game_over (input [3:0] score0, score1, score2, score3,
						input [3:0] score0_2, score1_2, score2_2, score3_2,
						input [9:0] DrawX, DrawY,
						input [1:0] game_state,
						input [1:0] is_winner,
						output is_ending,
						output [4:0] ending_idx,
						output [18:0] ending_read_address
						);
parameter [9:0] g_game_x = 185;
parameter [9:0] g_game_y = 165;
parameter [9:0] a_game_x = 215;
parameter [9:0] a_game_y = 165;
parameter [9:0] m_game_x = 245;
parameter [9:0] m_game_y = 165;
parameter [9:0] e_game_x = 275;
parameter [9:0] e_game_y = 165;
parameter [9:0] o_over_x = 335;
parameter [9:0] o_over_y = 165;
parameter [9:0] v_over_x = 365;
parameter [9:0] v_over_y = 165;
parameter [9:0] e_over_x = 395;
parameter [9:0] e_over_y = 165;
parameter [9:0] r_over_x = 425;
parameter [9:0] r_over_y = 165;
parameter [9:0] p_p1_x = 185;
parameter [9:0] p_p1_y = 270;
parameter [9:0] one_p1_x = 215;
parameter [9:0] one_p1_y = 270;
parameter [9:0] p_p2_x = 185;
parameter [9:0] p_p2_y = 345;
parameter [9:0] two_p2_x = 215;
parameter [9:0] two_p2_y = 345;
parameter [9:0] score1_0_x = 390;
parameter [9:0] score1_0_y = 270;
parameter [9:0] score1_1_x = 360;
parameter [9:0] score1_1_y = 270;
parameter [9:0] score1_2_x = 330;
parameter [9:0] score1_2_y = 270;
parameter [9:0] score1_3_x = 300;
parameter [9:0] score1_3_y = 270;
parameter [9:0] score2_0_x = 390;
parameter [9:0] score2_0_y = 345;
parameter [9:0] score2_1_x = 360;
parameter [9:0] score2_1_y = 345;
parameter [9:0] score2_2_x = 330;
parameter [9:0] score2_2_y = 345;
parameter [9:0] score2_3_x = 300;
parameter [9:0] score2_3_y = 345;
parameter [9:0] tro_p1_x = 425;
parameter [9:0] tro_p1_y = 270; 	
parameter [9:0] tro_p2_x = 425;
parameter [9:0] tro_p2_y = 345;
parameter [9:0] p1_stand_x = 260;
parameter [9:0] p1_stand_y = 270;
parameter [9:0] p2_stand_x = 260;
parameter [9:0] p2_stand_y = 345;
parameter [9:0] char_x_size = 30;
parameter [9:0] char_y_size = 45;	
always_comb
begin
		if(game_state == 2'b10 && DrawX - g_game_x >= 0 && DrawX - g_game_x <= char_x_size && DrawY - g_game_y >= 0 && DrawY - g_game_y <= char_y_size)
		begin 
			is_ending = 1;
			ending_idx = 10;
			ending_read_address = (DrawX-g_game_x) + (DrawY-g_game_y)*char_x_size;
		end
		else if(game_state == 2'b10 && DrawX - a_game_x >= 0 && DrawX - a_game_x <= char_x_size && DrawY - a_game_y >= 0 && DrawY - a_game_y <= char_y_size)
		begin 
			is_ending = 1;
			ending_idx = 11;
			ending_read_address = (DrawX-a_game_x) + (DrawY-a_game_y)*char_x_size;
		end
		else if(game_state == 2'b10 && DrawX - m_game_x >= 0 && DrawX - m_game_x <= char_x_size && DrawY - m_game_y >= 0 && DrawY - m_game_y <= char_y_size)
		begin 
			is_ending = 1;
			ending_idx = 12;
			ending_read_address = (DrawX-m_game_x) + (DrawY-m_game_y)*char_x_size;
		end
		else if(game_state == 2'b10 && DrawX - e_game_x >= 0 && DrawX - e_game_x <= char_x_size && DrawY - e_game_y >= 0 && DrawY - e_game_y <= char_y_size)
		begin 
			is_ending = 1;
			ending_idx = 13;
			ending_read_address = (DrawX-e_game_x) + (DrawY-e_game_y)*char_x_size;
		end
		else if(game_state == 2'b10 && DrawX - o_over_x >= 0 && DrawX - o_over_x <= char_x_size && DrawY - o_over_y >= 0 && DrawY - o_over_y <= char_y_size)
		begin 
			is_ending = 1;
			ending_idx = 14;
			ending_read_address = (DrawX-o_over_x) + (DrawY-o_over_y)*char_x_size;
		end
		else if(game_state == 2'b10 && DrawX - v_over_x >= 0 && DrawX - v_over_x <= char_x_size && DrawY - v_over_y >= 0 && DrawY - v_over_y <= char_y_size)
		begin 
			is_ending = 1;
			ending_idx = 15;
			ending_read_address = (DrawX-v_over_x) + (DrawY-v_over_y)*char_x_size;
		end
		else if(game_state == 2'b10 && DrawX - e_over_x >= 0 && DrawX - e_over_x <= char_x_size && DrawY - e_over_y >= 0 && DrawY - e_over_y <= char_y_size)
		begin 
			is_ending = 1;
			ending_idx = 16;
			ending_read_address = (DrawX-e_over_x) + (DrawY-e_over_y)*char_x_size;
		end
		else if(game_state == 2'b10 && DrawX - r_over_x >= 0 && DrawX - r_over_x <= char_x_size && DrawY - r_over_y >= 0 && DrawY - r_over_y <= char_y_size)
		begin 
			is_ending = 1;
			ending_idx = 17;
			ending_read_address = (DrawX-r_over_x) + (DrawY-r_over_y)*char_x_size;
		end
		else if(game_state == 2'b10 && DrawX - p_p1_x >= 0 && DrawX - p_p1_x <= char_x_size && DrawY - p_p1_y >= 0 && DrawY - p_p1_y <= char_y_size)
		begin 
			is_ending = 1;
			ending_idx = 18;
			ending_read_address = (DrawX-p_p1_x) + (DrawY-p_p1_y)*char_x_size;
		end
		else if(game_state == 2'b10 && DrawX - one_p1_x >= 0 && DrawX - one_p1_x <= char_x_size && DrawY - one_p1_y >= 0 && DrawY - one_p1_y <= char_y_size)
		begin 
			is_ending = 1;
			ending_idx = 19;
			ending_read_address = (DrawX-one_p1_x) + (DrawY-one_p1_y)*char_x_size;
		end
		else if(game_state == 2'b10 && DrawX - p_p2_x >= 0 && DrawX - p_p2_x <= char_x_size && DrawY - p_p2_y >= 0 && DrawY - p_p2_y <= char_y_size)
		begin 
			is_ending = 1;
			ending_idx = 20;
			ending_read_address = (DrawX-p_p2_x) + (DrawY-p_p2_y)*char_x_size;
		end
		else if(game_state == 2'b10 && DrawX - two_p2_x >= 0 && DrawX - two_p2_x <= char_x_size && DrawY - two_p2_y >= 0 && DrawY - two_p2_y <= char_y_size)
		begin 
			is_ending = 1;
			ending_idx = 21;
			ending_read_address = (DrawX-two_p2_x) + (DrawY-two_p2_y)*char_x_size;
		end
		else if(is_winner != 2 && game_state == 2'b10 && DrawX - tro_p1_x >= 0 && DrawX - tro_p1_x <= char_x_size && DrawY - tro_p1_y >= 0 && DrawY - tro_p1_y <= char_y_size)
		begin 
			is_ending = 1;
			ending_idx = 22;
			ending_read_address = (DrawX-tro_p1_x) + (DrawY-tro_p1_y)*char_x_size;
		end
		else if(is_winner != 1 && game_state == 2'b10 && DrawX - tro_p2_x >= 0 && DrawX - tro_p2_x <= char_x_size && DrawY - tro_p2_y >= 0 && DrawY - tro_p2_y <= char_y_size)
		begin 
			is_ending = 1;
			ending_idx = 23;
			ending_read_address = (DrawX-tro_p2_x) + (DrawY-tro_p2_y)*char_x_size;
		end
		else if(game_state == 2'b10 && DrawX - p1_stand_x >= 0 && DrawX - p1_stand_x <= char_x_size && DrawY - p1_stand_y >= 0 && DrawY - p1_stand_y <= char_y_size)
		begin 
			is_ending = 1;
			ending_idx = 24;
			ending_read_address = (DrawX-p1_stand_x) + (DrawY-p1_stand_y)*char_x_size;
		end
		else if(game_state == 2'b10 && DrawX - p2_stand_x >= 0 && DrawX - p2_stand_x <= char_x_size && DrawY - p2_stand_y >= 0 && DrawY - p2_stand_y <= char_y_size)
		begin 
			is_ending = 1;
			ending_idx = 25;
			ending_read_address = (DrawX-p2_stand_x) + (DrawY-p2_stand_y)*char_x_size;
		end
		else if(game_state == 2'b10 && DrawX - score1_0_x >= 0 && DrawX - score1_0_x <= char_x_size && DrawY - score1_0_y >= 0 && DrawY - score1_0_y <= char_y_size)
		begin 
			is_ending = 1;
			ending_idx = score0;
			ending_read_address = (DrawX-score1_0_x) + (DrawY-score1_0_y)*char_x_size;
		end
		else if(game_state == 2'b10 && DrawX - score1_1_x >= 0 && DrawX - score1_1_x <= char_x_size && DrawY - score1_1_y >= 0 && DrawY - score1_1_y <= char_y_size)
		begin 
			is_ending = 1;
			ending_idx = score1;
			ending_read_address = (DrawX-score1_1_x) + (DrawY-score1_1_y)*char_x_size;
		end
		else if(game_state == 2'b10 && DrawX - score1_2_x >= 0 && DrawX - score1_2_x <= char_x_size && DrawY - score1_2_y >= 0 && DrawY - score1_2_y <= char_y_size)
		begin 
			is_ending = 1;
			ending_idx = score2;
			ending_read_address = (DrawX-score1_2_x) + (DrawY-score1_2_y)*char_x_size;
		end
		else if(game_state == 2'b10 && DrawX - score1_3_x >= 0 && DrawX - score1_3_x <= char_x_size && DrawY - score1_3_y >= 0 && DrawY - score1_3_y <= char_y_size)
		begin 
			is_ending = 1;
			ending_idx = score3;
			ending_read_address = (DrawX-score1_3_x) + (DrawY-score1_3_y)*char_x_size;
		end
		else if(game_state == 2'b10 && DrawX - score2_0_x >= 0 && DrawX - score2_0_x <= char_x_size && DrawY - score2_0_y >= 0 && DrawY - score2_0_y <= char_y_size)
		begin 
			is_ending = 1;
			ending_idx = score0_2;
			ending_read_address = (DrawX-score2_0_x) + (DrawY-score2_0_y)*char_x_size;
		end
		else if(game_state == 2'b10 && DrawX - score2_1_x >= 0 && DrawX - score2_1_x <= char_x_size && DrawY - score2_1_y >= 0 && DrawY - score2_1_y <= char_y_size)
		begin 
			is_ending = 1;
			ending_idx = score1_2;
			ending_read_address = (DrawX-score2_1_x) + (DrawY-score2_1_y)*char_x_size;
		end
		else if(game_state == 2'b10 && DrawX - score2_2_x >= 0 && DrawX - score2_2_x <= char_x_size && DrawY - score2_2_y >= 0 && DrawY - score2_2_y <= char_y_size)
		begin 
			is_ending = 1;
			ending_idx = score2_2;
			ending_read_address = (DrawX-score2_2_x) + (DrawY-score2_2_y)*char_x_size;
		end
		else if(game_state == 2'b10 && DrawX - score2_3_x >= 0 && DrawX - score2_3_x <= char_x_size && DrawY - score2_3_y >= 0 && DrawY - score2_3_y <= char_y_size)
		begin 
			is_ending = 1;
			ending_idx = score3_2;
			ending_read_address = (DrawX-score2_3_x) + (DrawY-score2_3_y)*char_x_size;
		end
		else 
		begin
			is_ending = 0;
			ending_idx = 0;
			ending_read_address = 0;
		end
end
endmodule
==> flow_metrics.env <==
# physical design summary
export IMPL_outcome="finished, final reports clean"
export IMPL_max_stage_delay_ns=0.53
export IMPL_cp_required_ns=9.60
export IMPL_top_cell_area_share_pct=21.6
export IMPL_std_cell_rows=110
export IMPL_wl_per_cell_um=24.0
export IMPL_common_cells="ha_1 (474), a21oi_1 (398), nor2_1 (305)"
export IMPL_ctsHoldBuffers=0
export IMPL_whs_ns=5.81
export IMPL_syn_area_sq_mm=0.0275
export IMPL_ios=81
export IMPL_yosys_warnings=76
export IMPL_synth_top_cell_by_count="ha_1"
export IMPL_post_route_cells_drive_above_1_share_pct=25.9
export IMPL_place_port_buffers=81
export IMPL_drv_cap=0
export IMPL_grt_setup_unrepaired="yes"
export IMPL_avgViaCountPerCell=5.66
export IMPL_utilization_pct=42.1
export IMPL_hp_class="primary input to primary output"
export IMPL_synth_distinct_cells=98
export IMPL_critPathKind="primary input to primary output"
export IMPL_min_period_over_period_pct=99.0
export IMPL_initCoreUtil_pct=30.4
export IMPL_postRouteWirelength_mm=144
export IMPL_timing_final_hold_violations=0
export IMPL_yosys_stat_seqShare_pct=0
export IMPL_grt_pass1_wl_mm=212
export IMPL_syn_instance_count=3894
export IMPL_synth_avg_cell_area_sq_um=7.05
export IMPL_worstPathArrival_ns=9.47
export IMPL_final_max_slew_viol_count=0
export IMPL_clkbuf_count=0
export IMPL_ys_cells=3894
export IMPL_tightest_slew_ns=0.891
export IMPL_fmax_ghz=0.0842
export IMPL_dp_hpwl_mm=123
export IMPL_antenna_found_initial=4
export IMPL_critical_path_slowest_cell="fa_1"
export IMPL_period_needed_ns=11.87
export IMPL_dp_cells=5989
export IMPL_area_growth_pct=38.6
export IMPL_gp_congestion=1.05
export IMPL_synth_top_cell_by_area="ha_1"
export IMPL_die_w_um=305
export IMPL_die_area_sq_mm=0.0927
export IMPL_first_iter_violations=2951
export IMPL_flop_area_sq_um=0
export IMPL_ant_nets=0
export IMPL_flop_count=0
export IMPL_first_global_vias=32000
export IMPL_core_area_sq_mm=0.0903
export IMPL_grt_overflow_total=0
export IMPL_warnings=89
export IMPL_drc=0
export IMPL_crit_fanout=3
export IMPL_fin_cells=6017
export IMPL_setup_violations=0
export IMPL_grt_max_degree=35
export IMPL_cp_end_kind="primary output"
export IMPL_ys_chip_area_sq_mm=0.0275
export IMPL_relSlewSlack_pct=40.4
export IMPL_die_h_um=305
export IMPL_first_pass_iters=5
export IMPL_cp_start_kind="primary input"
export IMPL_vias=34000
export IMPL_crit_top_cell="buf_4"
export IMPL_topCellsByArea="ha_1 (22%), xnor2_1 (9.5%), a21oi_1 (7.3%)"
export IMPL_gr_usage_all_layers_pct=30.9
[worst max-delay path: cells and delay by family]
family                     cells  cell delay (ns)
buffers and inverters         17             2.65
AOI/OAI and AO/OA             16             2.41
adders and majority gates      4             1.53
xor gates and xnor gates       3             0.45
[layer usage]
metal	routed length (um)	GRT usage, %	part of all wire (%)	vias up
met3	10600	4.27	7.4	225
li1	-	-	-	16500
met4	5680	9.13	3.9	6
met5	34	0	0.024	-
met1	66200	45.0	46	16100
met2	61800	47.4	43	1189
[area by class of cell]
cell class | count | area, sq um
Antenna cell | 1 | 2.50
Tap cell | 1176 | 1470
Timing Repair Buffer | 1076 | 8500
Multi-Input combinational cell | 3576 | 27400
Fill cell | 9147 | 52200
Inverter | 188 | 708
[placed cells by master, fill, tap and decap left out, types with 14 or more instances in the layout]
cell type / netlist / routed
a211o_1: 16 / 15
a211oi_1: 71 / 64
a21o_1: 107 / 106
a21oi_1: 398 / 372
a21oi_2: 4 / 28
a221oi_1: 26 / 22
a31oi_1: 54 / 50
and2_1: 20 / 19
and3_1: 28 / 27
buf_4: 2 / 967
clkdlybuf4s50_1: 0 / 72
fa_1: 59 / 59
ha_1: 474 / 451
ha_4: 0 / 20
inv_1: 183 / 174
nand2_1: 248 / 246
nand2b_1: 73 / 73
nand3_1: 91 / 88
nand4_1: 28 / 28
nor2_1: 305 / 294
nor2b_1: 65 / 64
nor3_1: 138 / 129
nor4_1: 28 / 23
o2111ai_1: 15 / 14
o211ai_1: 60 / 60
o21a_1: 78 / 78
o21ai_0: 288 / 253
o21ai_1: 20 / 44
o21bai_1: 31 / 31
o221ai_1: 22 / 19
o22ai_1: 27 / 27
o31ai_1: 24 / 22
or2_2: 29 / 28
or3_1: 32 / 31
xnor2_1: 298 / 290
xor2_1: 150 / 141
[kinds of logic after synthesis]
group | Yosys count | synth area share [%]
mux | 9 | 0.342
compound gates | 1422 | 33.8
xor+xnor | 449 | 14.4
simple gates | 1162 | 20.9
buf+inv | 318 | 4.59
fa+ha+maj | 534 | 25.9
[stage by stage]
stage | instance area [sq um] | setup TNS, ns | setup WS, ns
3_5_place_dp | 36600 | -8.37 | -1.51
6_report | 38000 | 0 | 0.125
5_1_grt | 38000 | -0.488 | -0.174
4_1_cts | 37400 | -0.0234 | -0.0217
3_3_place_gp | 36600 | -8.15 | -1.49
2_1_floorplan | 27500 | 0 | 0.535
[repair_timing]
item	CTS	global route
pin swaps	58	80
buffers inserted	10	18
endpoints found under the hold margin	0	0
setup endpoints to repair	11	11
resized	147	118
[path summary, 6_finish.rpt]
check,from,end,cells after the start
worst max-delay path,DrawY[0],ending_read_address[11],40
worst min-delay path,score0[3],ending_idx[3],4
